`/design/flow/run.sh`:
```
#!/bin/bash
# OpenROAD 26Q1-2900-gdf79404cd8, Yosys 0.63+post, stock flow scripts
make -C /OpenROAD-flow-scripts/flow DESIGN_CONFIG=/design/flow/config.mk WORK_HOME=/design/flow/orfs finish
```
`/design/flow/config.mk`:
```
export PLATFORM = sky130hd
export DESIGN_NAME = rampgen
export DESIGN_NICKNAME = rampgen
export VERILOG_FILES = /design/flow/design.v
export SDC_FILE = /design/flow/constraint.sdc
export NUM_CORES = 4
export LEC_CHECK = 1
export CORE_AREA = 10 10 88 88
export DIE_AREA = 0 0 98 98
```
`/design/flow/constraint.sdc`:
```
current_design rampgen

set clk_period 5.4
set clk_io_pct 0.2

create_clock -name clk0 -period $clk_period [get_ports {clk}]

set non_clock_inputs [all_inputs -no_clocks]
set_input_delay [expr $clk_period * $clk_io_pct] -clock clk0 $non_clock_inputs
set_output_delay [expr $clk_period * $clk_io_pct] -clock clk0 [all_outputs]
```
`/design/flow/design.v`:
```
`timescale 1ns / 1ps
module rampgen(clk,ramp);
output [7:0] ramp;
reg [31:0] count;
input clk;
initial count = 0;
always@(posedge clk)
	begin 
	count= count+1;
   end
	assign ramp = count [23:16];
endmodule
```
==> results.toml <==
# synthesis and place-and-route metrics
[routing]
wl_per_cell_um = 8.40
vias = 591
viasPerCell = 3.44
drtIter0Drc = 40
routed_wl_um = 1450
drtPass1Iterations = 4
diodes = 0
drc = 0
ant_nets = 0

[synthesis]
synth_area_sq_um = 990
top_area_share_pct = 48.5
ys_seq_share_pct = 48.5
postSynthAreaPerCell_sq_um = 10.5
synth_warnings = 1
synth_cells = 94
ys_cells = 94
top_area_cell = "dfxtp_1"
yosys_area_sq_um = 990
ys_ff = 24
synth_cell_types = 18
ys_top_cells_by_area = "dfxtp_1 (49%), xnor2_1 (16%), buf_4 (6.1%), nand4_1 (4.4%), nand3_1 (3.5%)"

[grt]
grt_pass1_wl_um = 2680
grt_max_degree = 14
gr-total-overflow = 0
track_usage_pct = 3.15
grt_pass1_vias = 594
antenna_found_initial = 0

[sta]
finalSetupTns_ns = 0
slew_headroom_pct = 73.9
hold_viol_final = 0
max_clock_freq_mhz = 439
layout_min_cycle_time_ns = 2.28
slew_violations = 0
worstMarginPinSlew_ns = 0.388
setup_viol = 0
grt_setup_unrepaired = "false"
clock_skew_ns = 0.00303
fin_crit_sh_pct = 42.2

[clock_tree]
cts_root_buffer = "clkbuf_8"
path_clk_slew_ns = 0.08
cts_max_level = 1
clock_sinks = 24
cts_max_path_buffers = 2
postCtsSetupRepairBufs = 0
hold_buffers = 0
cts_made_buffers = 3
tritoncts = "yes"
clk_latency_ns = 0.26
ctsResizeCount = 0

[job]
tool_warnings = 25
drv_cap = 0

[cells_and_area]
comb_area_sq_um = 437
fillers = 639
area_growth_pct = 16.6
flop_area_sq_um = 480
largest_reg_flops = 24
most-common-layout-cells = "dfxtp_1 (24), xnor2_1 (18), clkdlybuf4s50_1 (8)"
drive_gt1_share_pct = 7.22
final_common_cell = "dfxtp_1"

[worst_setup_path]
critPathMaxFanout = 6
crit_chain = "clkdlybuf4s50_1"
cp-start-kind = "flip-flop"
crit_buf_inv = 1
path_delay_family = "buffers and inverters"
arrival_ns = 1.20
max_stage_delay_ns = 0.51
setup.worst_path.class = "reg2out"
critPathSlowestCell = "clkdlybuf4s50_1"
crit_required_ns = 4.32
worstSetupEndpointType = "output pin"

[die]
fp_util_pct = 16.7
die_w_um = 98
die_area_sq_mm = 0.00960
rows = 28
coreArea_sq_mm = 0.00592
die_h_um = 98
pin_count = 9

[placed_design]
portBuffers = 8
dp_hpwl_um = 1050
gp_congestion = 0.709

[pwr]
total_power_mw = 0.295
powerDensity_mw_per_mm2 = 256
p_leak_nw = 0.374
peakVddDrop_v = 0.000140

[outcome]
run_status = "finished clean"

[hold_path]
hold_path_class = "reg2reg"
[cell families after synthesis]
kind of cell / Yosys count / share of synthesized area, %
XOR/XNOR: 22 / 19.5
adder cells (fa/ha/maj): 1 / 1.26
buffers and inverters: 11 / 7.33
flip-flops: 24 / 48.5
AND/OR/NAND/NOR: 36 / 23.4
[path summary, 6_finish.rpt]
| path | to | cells after the start | slack, ns | from |
|---|---|---|---|---|
| worst max-delay path | ramp[0] | 1 | 3.12 | count[16]$_DFF_P_ |
| worst min-delay path | count[0]$_DFF_P_ | 1 | 0.42 | count[0]$_DFF_P_ |
| worst max register to register | count[15]$_DFF_P_ | 4 | 3.91 | count[6]$_DFF_P_ |
| worst min register to register | count[0]$_DFF_P_ | 1 | 0.42 | count[0]$_DFF_P_ |
[where the power goes]
part	total [mW]	switching [mW]	leakage [nW]	internal (mW)
registers	0.177	0	0.193	0.177
logic	0.000000152	0	0.152	0
clock network	0.118	0.0531	0.0288	0.0650
[through the flow]
step           util (%)  std cells  hold slack, ns  worst slack (ns)  instance area (sq um)
2_1_floorplan         -         94           0.383              3.84                    990
3_3_place_gp       18.6        168           0.392              3.41                   1100
3_5_place_dp       18.6        168           0.400              3.40                   1100
4_1_cts            19.5        172           0.420              3.09                   1150
5_1_grt            19.5        172           0.463              3.05                   1150
6_report           19.5        172           0.419              3.12                   1150
[cells in the mapped netlist]
| library cell | number |
|---|---|
| and2_1 | 1 |
| and3_1 | 3 |
| and4_1 | 3 |
| and4b_2 | 1 |
| buf_2 | 1 |
| buf_4 | 8 |
| dfxtp_1 | 24 |
| ha_1 | 1 |
| inv_1 | 2 |
| nand2_1 | 7 |
| nand3_1 | 7 |
| nand4_1 | 7 |
| nand4_4 | 1 |
| nor2_1 | 4 |
| nor4_1 | 1 |
| nor4_4 | 1 |
| xnor2_1 | 18 |
| xor2_1 | 4 |
[routing by layer]
layer  up-vias  track usage [%]  share of wire, %
li1        322                -                 -
met1       257             4.40                54
met2        10             4.37                37
met3         2             1.64               7.5
met4         0            0.336              0.83
met5         -                0                 0
[layout make-up]
cell class	count	area share [%]
Sequential cell	24	41.6
Multi-Input combinational cell	59	37.9
Tap cell	75	8.13
Timing Repair Buffer	8	6.94
Clock buffer	4	4.77
Inverter	2	0.651
No activity file was given, so power comes from the tool's default toggle rates.
