**flow/config.mk**
```make
export PLATFORM = sky130hd
export DESIGN_NAME = pulsegen
export DESIGN_NICKNAME = pulsegen
export VERILOG_FILES = /design/flow/design.v
export SDC_FILE = /design/flow/constraint.sdc
export NUM_CORES = 4
export LEC_CHECK = 1
export CORE_AREA = 10 10 70 70
export DIE_AREA = 0 0 80 80
```
**flow/constraint.sdc**
```tcl
current_design pulsegen

set clk_period 1.6
set clk_io_pct 0.2

create_clock -name clk0 -period $clk_period [get_ports {clk}]

set non_clock_inputs [all_inputs -no_clocks]
set_input_delay [expr $clk_period * $clk_io_pct] -clock clk0 $non_clock_inputs
set_output_delay [expr $clk_period * $clk_io_pct] -clock clk0 [all_outputs]
```
**flow/design.v**
```verilog
`timescale 1ns / 1ps
module count(counter,clk);
output [7:0] counter;
input clk;
reg [7:0] counter=0;
always@(posedge clk)
	counter =counter +1;
endmodule
`timescale 1ns / 1ps
module pulsegen(clk,pulse);
input clk;
output pulse;
wire [7:0] pin;
assign pin = 128;
pwm pwm_inst(.pin(pin), .pout(pulse), .clk(clk));
endmodule
`timescale 1ns / 1ps
module pwm(pin,pout,clk);
input clk;
input [7:0] pin;
output reg pout;
wire [7:0] cout;
always@(posedge clk)
	begin
	if(pin>cout)
	pout=1;
	else pout=0;
	end
count count_inst( .clk(clk), .counter(cout));
endmodule
```
**flow/run.sh**
```bash
#!/bin/bash
# OpenROAD 26Q1-2900-gdf79404cd8, Yosys 0.63+post, stock flow scripts
make -C /OpenROAD-flow-scripts/flow DESIGN_CONFIG=/design/flow/config.mk WORK_HOME=/design/flow/orfs finish
```
==> flow_metrics.tcl <==
# collected from the flow reports
set metrics [dict create \
    setup-tns-final_ns 0 \
    grt_pass1_vias 183 \
    synth_cells 27 \
    synth.distinct_cells 8 \
    antenna_found_initial 0 \
    cts-root-buf "clkbuf_4" \
    cts.path.max_buffers 2 \
    use_met1_pct 1.54 \
    postLayoutCellArea_um2 402 \
    place_hpwl_um 285 \
    path_cells "clkdlybuf4s50_1" \
    ys_top_cells_by_area "dfxtp_1 (59%), xnor2_1 (14%), ha_1 (8.1%), nand3_1 (8.1%), inv_1 (3.7%)" \
    crit_buf_inv 1 \
    hold_buffers 0 \
    timing.final.crit_period_ns 1.33 \
    fin_worst_skew_ns 0.00343 \
    first_pass_iters 4 \
    drtIter0Drc 11 \
    yosys_warnings 2 \
    finalCritPeriodShare_pct 83.1 \
    place.gp.congestion 0.680 \
    overflow 0 \
    yosys-stat-cells 27 \
    dieWidth_um 80 \
    die_h_um 80 \
    row_count 21 \
    grt_setup_unrepaired "no" \
    largest_area_cell "dfxtp_1" \
    fill_cells 395 \
    vdd_drop_max_uv 207 \
    vias_per_cell 2.27 \
    initCoreUtil_pct 9.01 \
    clk_latency_ns 0.26 \
    vias 177 \
    cp_max_fo 1 \
    path_clk_slew_ns 0.06 \
    min_path_type "reg2reg" \
    swShare_pct 18.8 \
    use_met3_pct 2.16 \
    drcViolationCount 0 \
    grt_pass1_wl_um 717 \
    intPower_mw 0.320 \
    syn_to_final_growth_pct 30.5 \
    crit_family "buffers and inverters" \
    ys.flops 9 \
    status "complete, no violations" \
    relSlewSlack_pct 90.2 \
    power_per_cell_area_mw_per_mm2 981 \
    cap_violations 0 \
    power_frac_seq_pct 56.9 \
    fmax_mhz 752 \
    wl_um 370 \
    cts.sinks 9 \
    busiest_layer "met3" \
    hold_viol 0 \
    grt_usage_pct 1.48 \
    grt_use_met2_pct 1.77 \
    drive_gt1_share_pct 12.5 \
    diodes 0 \
    cts_tree "yes" \
    cts_inserted_buffers 3 \
    switchingPower_mw 0.0742 \
    max_stage_delay_ns 0.45 \
    top_area_share_pct 58.5 \
    cp_data_arrival_time_ns 1.01 \
    start_kind "flop" \
    slew_violations 0 \
    coreArea_mm2 0.00342 \
    warnings 27 \
    path_class "reg2out" \
    wire_per_inst_um 4.74 \
    p_leak_nw 0.138 \
    whs_ns 0.391 \
    power_frac_clock_pct 43.1 \
    syn_area_um2 308 \
    cts_setup_buffers 0 \
    ios 2 \
    cts_resized 0 \
    ys_seq_share_pct 58.5 \
    combPwrFrac_pct 0 \
    h-tree-depth 1 \
    syn_area_per_cell_um2 11.4 \
    grt_max_degree 6 \
    critPathSlowestCell "clkdlybuf4s50_1" \
    ys_area_um2 308 \
    tightestPinTransition_ns 0.147 \
    portBuffers 1 \
    crit_required_ns 1.28 \
    ant_nets 0 \
    post_dp_cell_area_um2 375 \
    end_kind "output port" \
    chipArea_mm2 0.00640 \
    finalSetupViolCount 0 \
]
==> sequential cells by signal (all words and copies together), names as in the netlist <==
register,cells
pwm_inst.count_inst.counter,8
pwm_inst.pout,1
==> path summary, 6_finish.rpt <==
check                                                               to  slack, ns                                   start  cells after the start
worst min register to register                   pwm_inst.pout$_DFF_P_       0.39  pwm_inst.count_inst.counter[7]$_DFF_P_                      1
worst max register to register  pwm_inst.count_inst.counter[6]$_DFF_P_       0.65  pwm_inst.count_inst.counter[0]$_DFF_P_                      3
worst max-delay path                                             pulse       0.27                   pwm_inst.pout$_DFF_P_                      1
worst min-delay path                             pwm_inst.pout$_DFF_P_       0.39  pwm_inst.count_inst.counter[7]$_DFF_P_                      1
==> layer usage <==
layer	vias to the layer above	wire (µm)
met5	-	0
met2	5	114
met4	0	0
met3	0	74
li1	94	-
met1	78	180
==> synth_stat cells <==
master and number:
and3_2 1, dfxtp_1 9, inv_1 3, xnor2_1 5, nand3_1 5, and3_1 1, ha_1 2, xor2_1 1
==> logic make-up (layout without fill, tap and decap cells) <==
kind of cell	after synthesis	count (layout)	share of synthesized area, %
fa+ha+maj	2	2	8.13
buf+inv	3	8	3.66
simple gates	7	7	12.6
xor+xnor	6	6	17.1
flops	9	9	58.5
==> metrics by stage <==
stage / setup slack (ns) / utilization, % / instances / total power [mW]
3_5_place_dp: 0.539 / 11.0 / 74 / 0.229
4_1_cts: 0.251 / 11.8 / 78 / 0.403
2_1_floorplan: 0.712 / - / 27 / 0.229
6_report: 0.271 / 11.8 / 78 / 0.394
5_1_grt: 0.217 / 11.8 / 78 / 0.419
3_3_place_gp: 0.537 / 11.0 / 74 / 0.229
==> layout make-up <==
type	count	area [µm²]	share of cell area, %
repair buffers	1	10.0	2.49
multi-input cells	15	116	29.0
flip-flops and latches	9	180	44.9
clock buffers	4	26.3	6.54
inverters	3	11.3	2.80
well taps	46	57.6	14.3
==> cells in the final DEF (no fill, tap or decap), drive strengths merged <==
cell,count
nand3,5
ha,2
dfxtp,9
and3,2
clkbuf,4
xnor2,5
inv,3
clkdlybuf4s50,1
xor2,1
==> power by group through the flow <==
stage                 Combinational (mW)  Clock [mW]  Sequential [mW]
final                       0.0000000505       0.170            0.224
after global routing        0.0000000505       0.196            0.224
after CTS                   0.0000000505       0.179            0.224
No activity file was given, so power comes from the tool's default toggle rates.
